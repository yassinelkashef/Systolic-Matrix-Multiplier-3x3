## flow/run.sh

```bash
#!/bin/bash
# OpenROAD 26Q1-2900-gdf79404cd8, Yosys 0.63+post, stock flow scripts
make -C /OpenROAD-flow-scripts/flow DESIGN_CONFIG=/design/flow/config.mk WORK_HOME=/design/flow/orfs finish
```

## flow/config.mk

```make
export PLATFORM = sky130hd
export DESIGN_NAME = Systolic_Array
export DESIGN_NICKNAME = Systolic_Array
export VERILOG_FILES = /design/flow/design.v
export SDC_FILE = /design/flow/constraint.sdc
export NUM_CORES = 4
export LEC_CHECK = 1
export CORE_UTILIZATION = 50
```

## flow/constraint.sdc

```tcl
current_design Systolic_Array

set clk_period 9.1
set clk_io_pct 0.2

create_clock -name clk0 -period $clk_period [get_ports {i_clk}]

set non_clock_inputs [all_inputs -no_clocks]
set_input_delay [expr $clk_period * $clk_io_pct] -clock clk0 $non_clock_inputs
set_output_delay [expr $clk_period * $clk_io_pct] -clock clk0 [all_outputs]
```

## flow/design.v

```verilog
module PE #(parameter data_width=8)
  (
    input  logic                      i_clk , i_rst,
    input  logic [data_width-1:0]     i_Left , i_Top,
    output logic [data_width-1:0]     o_right, o_down,
    output logic [(2*data_width):0]   o_Cell_Value
  );
  logic [(2*data_width)-1:0] mul;
  always @(posedge i_clk or posedge i_rst) 
    begin
      if(i_rst)
        begin
          o_right         <= 0;
          o_down          <= 0;
          o_Cell_Value    <= 0;
        end
      else 
        begin
          o_Cell_Value <= o_Cell_Value + mul;   
          o_right      <= i_Left;               
          o_down       <= i_Top;                
        end
    end
  assign mul = i_Left * i_Top;            
endmodule
module Systolic_Array #(parameter data_width=8) (
  input  logic                      i_clk     , i_rst,
  input  logic [data_width-1:0]     i_Cell_A1 , i_Cell_A4,i_Cell_A7,
  input  logic [data_width-1:0]     i_Cell_B1 , i_Cell_B2,i_Cell_B3,
  output logic [(data_width*2):0]   o_cell_1  , o_cell_2 , o_cell_3 , o_cell_4 , o_cell_5, o_cell_6 , o_cell_7, o_cell_8, o_cell_9
);
  logic [data_width-1:0] A12 , A23 , A45 , A56 , A78 , A89;
  logic [data_width-1:0] B14 , B47 , B25 , B58 , B36 , B69;
  PE PE1(i_clk,i_rst,i_Cell_A1,i_Cell_B1,A12,B14,o_cell_1);
  PE PE2(i_clk,i_rst,A12,i_Cell_B2,A23,B25,o_cell_2);
  PE PE3(i_clk,i_rst,A23,i_Cell_B3,,B36,o_cell_3);
  PE PE4(i_clk,i_rst,i_Cell_A4,B14,A45,B47,o_cell_4);
  PE PE5(i_clk,i_rst,A45,B25,A56,B58,o_cell_5);
  PE PE6(i_clk,i_rst,A56,B36,,B69,o_cell_6);
  PE PE7(i_clk,i_rst,i_Cell_A7,B47,A78,,o_cell_7);
  PE PE8(i_clk,i_rst,A78,B58,A89,,o_cell_8);
  PE PE9(i_clk,i_rst,A89,B69,,,o_cell_9);
endmodule
```

==> impl_metrics.ini <==
; synthesis and place-and-route metrics
[run_status]
status = finished, final reports clean

[global_routing]
grt_pass1_vias = 20800
grt_max_degree = 73
grt-ovfl-total = 0
grt.total_usage = 0.236
grt_pass1_wl_um = 106000
antenna_found_initial = 3

[logic_synthesis]
edf_count = 0
synth_warnings = 1
yosysUniqueCellTypes = 54
netlist_area_sq_um = 29400
ys_cells = 3070
ys_area_sq_um = 29400
synth_cells = 3070
synthFlopType = dfrtp_1
numSynthFlops = 249
async_reset_ff_frac = 1.00
ys_seq_share = 0.212
syn_avg_cell_area_sq_um = 9.57

[clock_network]
cts_tree = done
numCtsBuffers = 35
clock_latency_ns = 0.55
root_buffer = clkbuf_16
cts.repair_timing.setup_buffer_count = 0
cts.sinks = 249
cts_resized = 0
cts_max_path_buffers = 3
clk_pin_slew_ns = 0.06
cts_hold_buf = 0
h-tree-depth = 2

[setup_path]
setup.worst_path.end = PE7.o_Cell_Value[16]
crit_path_end_kind = register
cp_top_family = adder cells
critPathLaunch = i_Cell_A7[6]
r2r_end = PE5.o_Cell_Value[16]
crit_path_max_incr_delay_ns = 0.73
crit_chain = clkdlybuf4s50_1, nand2_1, fa_1, inv_1, fa_1, fa_1, inv_1, fa_1, inv_1, ha_1, and3_1, and3_1, a211oi_1, o21ai_0, a21oi_1, xnor2_1
r2r-start = PE2.o_down[2]
cp.required_ns = 9.56
cp_num_cells = 16
rrSetupSlack_ns = 4.34
cp.arrival_ns = 6.52
crit_path_start_kind = input port
cp_max_fo = 9
reg2reg_depth = 15
cp_slowest_cell = clkdlybuf4s50_1
worstSetupPathType = in2reg
crit_buf_inv = 4
timing.critical_path.mode_cell = fa_1

[die]
die_y_um = 244
rows = 88
num_io_pins = 203
die-area_sq_um = 59700
coreArea_sq_um = 57900
floorplan.core_util = 0.507
chipWidth_um = 244

[sta]
fin_worst_skew_ns = 0.0206
timing.setup.tns_ns = 0
slew_violations = 0
finalCritPeriodShare = 0.665
fmax_mhz = 165
period_minus_slack_ns = 6.06
setup_viol = 0
tightest_slew_ns = 0.651
final-hold-violation-count = 0
relSlewSlack = 0.566
rsz0062_at_grt = false

[routing]
avgViaCountPerCell = 4.88
first_pass_iters = 7
n_antenna_cell = 0
top_layer = met5
routed-wl-met3_um = 3540
routedWlPerCell_um = 15.2
remaining_drc_errors = 0
met1Wirelength_um = 27900
wl_met2_um = 28800
routed_wirelength_um = 61800
drt-initial-drc-count = 687
ant_nets = 0
vias = 19900

[worst_hold_path]
min_path_type = reg2reg
whs_path_depth = 1

[placed_design]
dp_hpwl_um = 51200
place.gp.congestion = 0.889
port_buffers = 202
place_area_sq_um = 32300

[cells_and_area]
syn_to_final_growth_pct = 13.9
lay_top_cells = inv_1, fa_1, ha_1
lay_top_count = inv_1
finalInstanceArea_sq_um = 33500
drive_above_1_share = 0.0199

[run]
maxCapViolCount = 0
warning_count = 25
==> worst min path at each step <==
stage     slack, ns                  end                start
5_1_grt        0.52  PE8.o_Cell_Value[0]  PE8.o_Cell_Value[0]
4_1_cts        0.51  PE7.o_Cell_Value[0]  PE7.o_Cell_Value[0]
6_report       0.50  PE8.o_Cell_Value[0]  PE8.o_Cell_Value[0]
==> Yosys cell counts, types with 20 or more instances <==
library cell	n	area [sq um]
o21a_1	25	188
nor2b_1	20	125
a21o_1	23	173
clkbuf_1	24	90.1
dfrtp_1	249	6230
o21ai_0	47	235
inv_1	875	3280
nor2_1	54	203
and2_1	315	1970
xor2_1	27	236
ha_1	342	4280
xnor2_1	84	736
a21oi_1	82	410
nand2_1	295	1110
fa_1	450	9010
==> cells by family (layout without fill, tap and decap cells) <==
family / Yosys count / count (layout) / share of synthesized area
AND-OR/OR-AND: 249 / 249 / 0.0542
XOR/XNOR: 111 / 111 / 0.0331
adder cells (fa/ha/maj): 792 / 792 / 0.452
buffers and inverters: 900 / 1143 / 0.115
flip-flops: 249 / 249 / 0.212
multiplexers: 3 / 3 / 0.00102
AND/OR/NAND/NOR: 766 / 766 / 0.132
==> state kept, by name (all words and copies together) (netlist names) <==
register / cells
PE7.o_right: 8
PE6.o_down: 8
PE2.o_Cell_Value: 17
PE5.o_right: 8
PE6.o_Cell_Value: 17
PE4.o_right: 8
PE1.o_Cell_Value: 17
PE2.o_down: 8
PE5.o_Cell_Value: 17
PE5.o_down: 8
PE3.o_down: 8
PE1.o_down: 8
PE8.o_right: 8
PE3.o_Cell_Value: 17
PE7.o_Cell_Value: 17
PE4.o_Cell_Value: 17
PE9.o_Cell_Value: 17
PE4.o_down: 8
PE2.o_right: 8
PE1.o_right: 8
PE8.o_Cell_Value: 17
==> cell type report <==
class	count	area, sq um
Tap cell	765	957
Fill cell	4914	24400
Inverter	875	3290
Timing Repair Buffer	207	2060
Clock inverter	13	150
Clock buffer	48	1010
Sequential cell	249	6230
Multi-Input combinational cell	1921	19800
==> metrics by stage <==
stage / cells / util / worst slack [ns] / hold WS, ns
after global routing: 4078 / 0.578 / 2.80 / 0.524
after floorplan: 3070 / - / 0.437 / 0.352
after CTS: 4078 / 0.578 / 3.06 / 0.510
final: 4078 / 0.578 / 3.04 / 0.502
after detailed placement: 4017 / 0.558 / 2.53 / 0.496
after global placement: 4017 / 0.558 / 2.54 / 0.491
==> routing by layer <==
layer,vias up,global-route usage
li1,9617,-
met1,9762,0.368
met2,419,0.358
met3,80,0.0573
met4,6,0.0454
met5,-,0
